### design/flow/config.mk
export PLATFORM = sky130hd
export DESIGN_NAME = KeypadScanner
export DESIGN_NICKNAME = KeypadScanner
export VERILOG_FILES = /design/flow/design.v
export SDC_FILE = /design/flow/constraint.sdc
export NUM_CORES = 4
export LEC_CHECK = 1
export CORE_UTILIZATION = 40
### design/flow/constraint.sdc
current_design KeypadScanner

set clk_period 1.7
set clk_io_pct 0.2

create_clock -name clk0 -period $clk_period [get_ports {CLOCK_50}]

set non_clock_inputs [all_inputs -no_clocks]
set_input_delay [expr $clk_period * $clk_io_pct] -clock clk0 $non_clock_inputs
set_output_delay [expr $clk_period * $clk_io_pct] -clock clk0 [all_outputs]
### design/flow/design.v
module KeypadScanner(
	input 		          		CLOCK_50,
	input 		          		CLOCK2_50,
	input 		          		CLOCK3_50,
	input 		          		CLOCK4_50,
	output		     [6:0]		HEX0,
	output		     [6:0]		HEX1,
	output		     [6:0]		HEX2,
	output		     [6:0]		HEX3,
	output		     [6:0]		HEX4,
	output		     [6:0]		HEX5,
	input 		     [3:0]		KEY,
	output		     [9:0]		LEDR,
	output							rawValid,
	input 		     [9:0]		SW,
	inout 		    [35:0]		GPIO
);
	wire [3:0] rawKey;  
	reg [15:0] counter;  
	wire reset = ~KEY[3];  
	SevenSegment Hex0(rawKey[3:0], rawValid, HEX0);
	SevenSegment Hex1(0, 0, HEX1);
	SevenSegment Hex2(counter[3:0], 1, HEX2);
	SevenSegment Hex3(counter[7:4], (counter>15), HEX3);
	SevenSegment Hex4(counter[11:8], (counter>255), HEX4);
	SevenSegment Hex5(counter[15:12], (counter>4095), HEX5);
	ScanPad keypad(CLOCK_50, 
					  {GPIO[11],GPIO[13],GPIO[15],GPIO[17],
					   GPIO[19],GPIO[21],GPIO[23],GPIO[25]},
				      rawKey, rawValid);
	always @ (posedge rawValid, posedge reset)
		begin
			if(reset)
				counter <= 0; 
			else 
				begin 
					if(rawValid == 1)
						counter <= counter + 1; 
				end 
		end
endmodule
module ScanPad( input CLOCK_50, inout [7:0] keypad, output reg [3:0] rawKey, output reg rawValid );
	reg [1:0] counter;  
	reg [3:0] column;	  
	wire [3:0] row;	  
	assign row = keypad[7:4];
	assign keypad[3:0] = column;
	always @(posedge CLOCK_50)
		begin 
			if(&row)
				begin 
					counter <= counter + 1;
					rawValid <= 0;  
				end
				else 
					rawValid <= 1; 
		end
	always @(*)
		case(counter) 
			2'b00 : column = 4'b0zzz; 
			2'b01 : column = 4'bz0zz; 
			2'b10 : column = 4'bzz0z; 
			2'b11 : column = 4'bzzz0; 
		endcase
	always @(*)
	begin 
		casex (column)
			4'b0xxx:
				begin
					case (row)
						4'b0111 : rawKey = 4'b0001;  
						4'b1011 : rawKey = 4'b0100;  
						4'b1101 : rawKey = 4'b0111;  
						4'b1110 : rawKey = 4'b1110;  
					endcase
				end
			4'bx0xx:
				begin
					case (row)
						4'b0111 : rawKey = 4'b0010;  
						4'b1011 : rawKey = 4'b0101;  
						4'b1101 : rawKey = 4'b1000;  
						4'b1110 : rawKey = 4'b0000;  
					endcase
				end
			4'bxx0x:
				begin
					case (row)
						4'b0111 : rawKey = 4'b0011;  
						4'b1011 : rawKey = 4'b0110;  
						4'b1101 : rawKey = 4'b1001;  
						4'b1110 : rawKey = 4'b1111;  
					endcase
				end
			4'bxxx0:
				begin
					case (row)
						4'b0111 : rawKey = 4'b1010;  
						4'b1011 : rawKey = 4'b1011;  
						4'b1101 : rawKey = 4'b1100;  
						4'b1110 : rawKey = 4'b1101;  
					endcase
				end
			endcase
		end
endmodule
module SevenSegment( input [3:0] hexDigit, ENABLE, output [6:0] segments );
	wire b0, b1, b2, b3;
	wire [6:0] s; 
	assign b0 = hexDigit[0];
	assign b1 = hexDigit[1];
	assign b2 = hexDigit[2];
	assign b3 = hexDigit[3];
	assign s[0] = (b1&b2)|(~b1&~b2&b3)|(~b0&b3)|(~b0&~b2)|(b0&b2&~b3)|(b1&~b3);
	assign s[1] = (~b0&~b2)|(b0&b1&~b3)|(b0&~b2&~b3)|(b0&~b1&b3)|(~b0&~b1&~b3);
	assign s[2] = (~b1&~b3)|(~b1&b0)|(b3&~b2)|(~b3&b2)|(b0&~b3);
	assign s[3] = (b3&~b1) | (b2&~b1&b0) | (~b2&b1&b0) | (b1&~b0&b2) | (~b1&~b0&~b2)|(b1&~b3&~b2);
	assign s[4] = (~b0&~b2)|(b3&b2)|(b1&~b0)|(b1&b0&b3);
	assign s[5] = (~b1&~b0)|(b3&~b2)|(b3&b2&b1)|(b1&~b0&b2)|(~b3&b2&~b1);
	assign s[6] = (b1&~b0)|(b3&~b2)|(b1&~b3&~b2)|(~b1&~b3&b2)|(b2&b3&b0);
	assign segments = (ENABLE ? ~s: 7'b1111111);
endmodule
### design/flow/run.sh
#!/bin/bash
# OpenROAD 26Q1-2900-gdf79404cd8, Yosys 0.63+post, stock flow scripts
make -C /OpenROAD-flow-scripts/flow DESIGN_CONFIG=/design/flow/config.mk WORK_HOME=/design/flow/orfs finish
==> GITHUB_STEP_SUMMARY <==
### Flow metrics

| Metric | Value |
|---|---|
| Top cells by area | `dfrtp_1 19%, buf_4 7.7%, xor2_1 5.7%, a21oi_1 3.5%, xnor2_1 3.2%` |
| Count of library flops with an enable pin | `0` |
| Die W | `75.44 um` |
| Final Wtd Congestion | `0.8332` |
| Top cell area share | `approximately 19%` |
| Top cells by count, synth | `22 x buf_4, 18 x nand2_1, 16 x dfrtp_1` |
| Dominant combinational family | `simple AND/OR/NAND/NOR gates` |
| Distinct lib cells used | `about 60` |
| Adder Share, Synth | `under 10%` |
| Port bufs | `37` |
| Cell Area, Synth | `approximately 2200 um^2` |
| Yosys reg bits | `21` |
| Synth Instances | `around 280` |
| Yosys cell count | `280` |
| CTS resizes | `0` |
| Die H | `around 75 um` |
| Largest net degree at the start of global routing | `22` |
| First Error | `[ERROR RSZ-0074] Failed to build tree from global routes for pin 'GPIO[17]' and net 'GPIO[17]' at grid (3450, 37950): found route to 9 pins, expected 8` |
| Last stage | `global routing (5_1_grt)` |
| I/O pin total | `~110` |
| Post CTS Setup Buffer Count | `0` |
| Init Core Util | `a little over two fifths` |
| Cell Rows | `26` |
| Main synth FF type | `dfrtp_1` |
| HPWL Detailed | `2841 um` |
| Synth warn | `23` |
| Cts hold-fix bufs | `0` |
| Cell taking the most area after synthesis | `dfrtp_1` |
| Simple Share, Synth | `between 20% and 30%` |
| Status | `stopped before the end` |
| MUX area fraction | `1.450%` |
| Endpoints left unconstrained | `80` |
| Async SR Flop Fraction | `around 76%` |
| DP Cell Count | `around 360` |
| Most frequent cell after synthesis | `buf_4` |
| Yosys xor share | `between 8 and 9%` |
| Yosys aoi share | `about 20%` |
| Mean Syn Cell Area | `7.704 um^2` |
| Register pins left without a clock | `20` |
| Yosys stat area | `~2200 um^2` |
-- kinds of logic after synthesis --
logic type	after synthesis
latches	4
buf+inv	58
simple gates	105
xor+xnor	22
other cells	2
mux	3
flops	17
fa+ha+maj	5
compound gates	64
-- per-stage QoR --
step / setup WS [ns] / area (um^2) / util (%)
3_3_place_gp: 0.2404 / 2426 / 47.20
2_1_floorplan: 0.4500 / 2228 / -
3_5_place_dp: 0.2306 / 2426 / 47.20
4_1_cts: 0.2338 / 2426 / 47.20
